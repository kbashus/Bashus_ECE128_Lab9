==> /design/flow/run.sh <==
#!/bin/bash
# OpenROAD 26Q1-2900-gdf79404cd8, Yosys 0.63+post, stock flow scripts
make -C /OpenROAD-flow-scripts/flow DESIGN_CONFIG=/design/flow/config.mk WORK_HOME=/design/flow/orfs finish
==> /design/flow/config.mk <==
export PLATFORM = sky130hd
export DESIGN_NAME = Debouncer
export DESIGN_NICKNAME = Debouncer
export VERILOG_FILES = /design/flow/design.v
export SDC_FILE = /design/flow/constraint.sdc
export NUM_CORES = 4
export LEC_CHECK = 1
export CORE_AREA = 10 10 70 70
export DIE_AREA = 0 0 80 80
==> /design/flow/constraint.sdc <==
current_design Debouncer

set clk_period 1.1
set clk_io_pct 0.2

create_clock -name clk0 -period $clk_period [get_ports {clk}]

set non_clock_inputs [all_inputs -no_clocks]
set_input_delay [expr $clk_period * $clk_io_pct] -clock clk0 $non_clock_inputs
set_output_delay [expr $clk_period * $clk_io_pct] -clock clk0 [all_outputs]
==> /design/flow/design.v <==
`timescale 1ns / 1ps
module Debouncer(input raw, input clk, output reg clean);
    reg [2:0] counter;
    wire TC;
    always @ (posedge clk) begin
    if(~raw)
    counter <= 3'b000;
    else
    counter <= counter + 3'b001;
    end
    assign TC = (counter == 3'b111);
    always @ (posedge clk) begin
    if(~raw)
    clean <= 1'b0;
    else if (TC)
    clean <= 1'b1;
    end
endmodule
==> GITHUB_STEP_SUMMARY <==
### Metrics collected by this job

| Metric | Value |
|---|---|
| Worst hold path class | flop to flop |
| FP Rows | 21 |
| Total track usage | 0.973% |
| Pint | 288 uW |
| Leak | 0.0911 nW |
| Max Fclk | 0.982 GHz |
| Clock Power Share | 50.7% |
| Clk root buf | clkbuf_4 |
| Sum Neg Setup Slack | 0 ns |
| Layout cell share with drive strength beyond 1 | 33.3% |
| ANT nets after route | 0 |
| DR WL/cell | 3.98 um |
| Largest net degree at the start of global routing | 5 |
| GP Congestion | 0.605 |
| IO Pins | 3 |
| DR DRC count | 0 |
| Yosys reg bits | 4 |
| Initial antenna violation count | 0 |
| Net Sw Frac | 19.2% |
| Crit. Startpoint | counter[0] |
| Arrival @ worst endpoint | 1.15 ns |
| Remaining Overflow, GRT | 0 |
| Worst R2R Path Depth | 3 |
| RSZ-0062 raised after global routing | no |
| Slew HR | 91.5% |
| Async SR Flop Fraction | 0% |
| Cycle use final | 92.6% |
| Max_cap viols | 0 |
| First-pass GRT wire length | 393 um |
| Flip-flops with a built-in enable | 0 |
| Vias | 82 |
| Ys flop type | dfxtp_1 |
| Worst Tran Pin Value | 0.127 ns |
| Pwr/cell area | 1520 nW/um^2 |
| Initial cell density of the core | 3.92% |
| Crit path cell chain | ha_1 > ha_1 > and2_1 |
| CTS sink cnt | 4 |
| Clock skew | 0.00324 ns |
| Slew Limit Fails | 0 |
| H-tree depth | 1 |
| Die width | 80 um |
| Sequential share of power | 44.6% |
| Maximum vdd ir drop | 328 uV |
| Slowest CP cell | dfxtp_1 |
| Max FO, Critical Path | 2 |
| CTS clk-pin slew, worst paths | 0.04 ns |
| DRT Wirelength | 243 um |
| Log Warnings | 25 |
| Post-layout min period | 1.02 ns |
| Reg-to-reg startpoint | counter[0] |
| Vert. Die Dim | 80 um |
| Core Area | 3420 sq um |
| Commonest cells post-synth | dfxtp_1 (4), and2_1 (2), ha_1 (2), nor2b_2 (1), o21a_1 (1) |
| Area grow syn2layout | 74.8% |
| Worst Path Required | 1.23 ns |
| Yosys Warn Count | 1 |
| DR iter-0 viols | 10 |
| Post-synthesis cell count | 10 |
| Top-area cell type share of the netlist area | 59.8% |
| Setup slack, reg-to-reg | 0.08 ns |
| DRT Pass-1 Iters | 2 |
| Switching power | 68.5 uW |
| Synthesized area | 134 sq um |
| Status | finished, final reports clean |
| Sequential fraction of the synthesis area | 59.8% |
| Cell type with the largest total area | dfxtp_1 |
| Top cells, area | dfxtp_1 (60%), ha_1 (19%), and2_1 (9.3%) |
| Synthesis area per yosys | 134 sq um |
| # Cells Yosys | 10 |
| Most used cell, CP | ha_1 |
| Clk buf depth | 2 |
| CTS tree | yes |
| Setup violations, final | 0 |
| WHS | 0.429 ns |
| Vias/cell | 1.34 |
| Crit. End Element | flop |
| Number of global-route vias before repair | 88 |
| Cell Type Count | 5 |
| Input/output buffers | 2 |
| Mapped Avg Cell Area | 13.4 sq um |
| Comb power frac | 4.7% |
| Die ar. | 6400 sq um |
| Crit Path Category | flop to flop |
| Delay of the slowest critical-path stage | 0.31 ns |
| Fin. Hold Viols | 0 |
| Final Util | 6.85% |
| Critical Path Sink | counter[2] |
| Clock latency on the worst-skew pair | 0.23 ns |
| Crit start category | flop |
| Antenna Cells | 0 |
| Most frequent cell after synthesis | dfxtp_1 |
| Reg2Reg Capture Point | counter[2] |
| TritonCTS Buffers | 3 |
through the flow:
stage	setup WS (ns)	std cells	instance area (sq um)	total power [mW]
2_1_floorplan	0.108	10	134	0.170
3_3_place_gp	0.0966	58	211	0.176
3_5_place_dp	0.0757	58	211	0.178
4_1_cts	0.0724	61	234	0.365
5_1_grt	0.0375	61	234	0.377
6_report	0.0813	61	234	0.357
cells by family after synthesis:
| group | synth area share [%] |
|---|---|
| flops | 59.8 |
| simple gates | 15.9 |
| fa+ha+maj | 18.7 |
| compound gates | 5.61 |
cell usage in the layout, fill, tap and decap left out, drive strengths merged:
cell           Yosys  layout
dfxtp              4       4
clkbuf             0       3
and2               2       2
ha                 2       2
o21a               1       1
nor2b              1       1
clkdlybuf4s50      0       1
dlygate4sd2        0       1
metal layers:
layer | global-route usage [%] | vias to the layer above | part of all wire (%) | wire length, um
met5 | 0 | - | 0 | 0
met4 | 0.352 | 0 | 0 | 0
met3 | 2.27 | 0 | 34 | 82
met2 | 0.482 | 6 | 23 | 55
met1 | 0.931 | 32 | 43 | 105
li1 | - | 44 | - | -
what timing repair did:
action,in CTS,in global routing
setup buffers,0,0
gates resized,2,0
setup endpoints to repair,1,0
hold buffers,0,0
area by class of cell:
type | instances | area, sq um
Fill cell | 405 | 3180
Sequential cell | 4 | 81.3
Tap cell | 46 | 57.6
Multi-Input combinational cell | 6 | 53.8
Clock buffer | 3 | 22.5
Timing Repair Buffer | 2 | 18.8
power groups by stage:
stage	clock [mW]	combinational [mW]	sequential (mW)
4_1_cts	0.189	0.0173	0.159
5_1_grt	0.196	0.0212	0.160
6_report	0.181	0.0169	0.159
critical path: cells and delay by family, from the launching register on:
family	cells	cell delay, ns
simple gates	1	0.15
flops	1	0.31
fa+ha+maj	2	0.46
registers in the layout, indices dropped and copies added, names as in the netlist:
name     cells
clean        1
counter      3
worst min-delay path by stage:
| stage | from | endpoint | slack [ns] | depth (start not counted) |
|---|---|---|---|---|
| 6_report | counter[0] | counter[0] | 0.43 | 1 |
| 4_1_cts | counter[0] | counter[0] | 0.43 | 1 |
| 5_1_grt | counter[0] | counter[0] | 0.46 | 1 |
Power and IR drop assume default switching activity.
