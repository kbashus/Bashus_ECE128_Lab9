**flow/config.mk**
```make
export PLATFORM = sky130hd
export DESIGN_NAME = mealy
export DESIGN_NICKNAME = mealy
export VERILOG_FILES = /design/flow/design.v
export SDC_FILE = /design/flow/constraint.sdc
export NUM_CORES = 4
export LEC_CHECK = 1
export CORE_AREA = 10 10 70 70
export DIE_AREA = 0 0 80 80
```
**flow/constraint.sdc**
```tcl
current_design mealy

set clk_period 1.1
set clk_io_pct 0.2

create_clock -name clk0 -period $clk_period [get_ports {clk}]

set non_clock_inputs [all_inputs -no_clocks]
set_input_delay [expr $clk_period * $clk_io_pct] -clock clk0 $non_clock_inputs
set_output_delay [expr $clk_period * $clk_io_pct] -clock clk0 [all_outputs]
```
**flow/design.v**
```verilog
`timescale 1ns / 1ps
module mealy(input A, input clk, input reset, output Y);  
    reg [2:0] current_state, next_state;  
    assign Y = A & current_state[2] & ~current_state[1] & ~current_state[0];  
    always @ (posedge clk)   
    begin
        if (reset)   
            current_state = 3'b000;
        else
            current_state = next_state;  
        if (~A && current_state == 3'b000)  
            next_state = 3'b000; 
        else if (~A && current_state == 3'b001)  
            next_state = 3'b000; 
        else if (~A && current_state == 3'b010)  
            next_state = 3'b011;
        else if (~A && current_state == 3'b011)  
            next_state = 3'b001;
        else if (~A && current_state == 3'b100)
            next_state = 3'b000;
        else if (A && current_state == 3'b000)
            next_state = 3'b001;      
        else if (A && current_state == 3'b001)
            next_state = 3'b010;
        else if (A && current_state == 3'b010)
            next_state = 3'b010;
        else if (A && current_state == 3'b011)
            next_state = 3'b100;
        else if (A && current_state == 3'b100)
            next_state = 3'b001;
        else
            next_state = 3'b000;   
    end
endmodule
```
**flow/run.sh**
```bash
#!/bin/bash
# OpenROAD 26Q1-2900-gdf79404cd8, Yosys 0.63+post, stock flow scripts
make -C /OpenROAD-flow-scripts/flow DESIGN_CONFIG=/design/flow/config.mk WORK_HOME=/design/flow/orfs finish
```
==> flow_metrics.tcl <==
# implementation run metrics
set metrics [dict create \
    num-fill-cells 397 \
    powerDensity_nw_per_um2 1321 \
    edf_count 0 \
    clk_latency_ns 0.24 \
    ys_top_cells_by_count "dfxtp_1 (6), nand2_1 (2), nor2b_1 (2), nor4b_2 (2)" \
    drc 0 \
    placed_cells 72 \
    hold_depth 3 \
    worst-path-buf-inv 1 \
    layout-drive-gt1-share 0.4483 \
    grt_first_pass_wirelength_um 724 \
    avgSynthCellArea_um2 11.79 \
    path_cells "nor3_2 -> buf_2" \
    ios 4 \
    setup_violations 0 \
    grtUsageMet3 0.01477 \
    clk_path_buf_depth 2 \
    fp-row-count 21 \
    gp_congestion 0.7896 \
    reg2reg_slack_ns 0.30 \
    viasPerCell 2.253 \
    fin_crit_ns 1.036 \
    core_area_um2 3416 \
    grt_max_degree 7 \
    arrival_ns 0.82 \
    fin_crit_sh 0.9415 \
    synth.most_common_cell "dfxtp_1" \
    regArea_um2 121.4 \
    wirelength_um 411 \
    die_h_um 80 \
    first_global_vias 173 \
    worstMarginPinSlew_ns 0.2100 \
    cp_top_family "flip-flops" \
    min_path_type "input pin to flip-flop" \
    port-buffer-count 3 \
    end_kind "output port" \
    status "complete, no violations" \
    via_count 169 \
    tool_warnings 26 \
    r2r-end "next_state[1]" \
    topCellsByArea "dfxtp_1 (54%), nor4b_2 (13%), a211oi_2 (5.6%), nor2b_1 (5.6%), a21o_1 (3.4%)" \
    yosysTopAreaCell "dfxtp_1" \
    dp_hpwl_um 299.2 \
    leakagePower_uw 0.0001363 \
    ys.flops 6 \
    synthCells 19 \
    syn2layout_area_growth_pct 62.57 \
    yosysUniqueCellTypes 11 \
    worst_r2r_path_depth 2 \
    tns_ns 0 \
    die_w_um 80 \
    worst_setup_path_start_kind "flip-flop" \
    top_area_frac 0.5363 \
    wire_per_inst_um 5.480 \
    h-tree-depth 1 \
    fmax_ghz 0.9656 \
    dr.pass1.iters 2 \
    skew_ns 0.004638 \
    hold_viol 0 \
    fin_cells 75 \
    diodes 0 \
    r2r-start "next_state[1]" \
    initial_core_util 0.06557 \
    whs_ns 0.4613 \
    top_usage_layer "met2" \
    grt_usage 0.01440 \
    cts_tree "done" \
    ys.flop_type "dfxtp_1" \
    hp-start "A" \
    critical_path_class "flip-flop to output port" \
    overflow 0 \
    antenna_found_initial 0 \
    path_clk_slew_ns 0.04 \
    slew_headroom 0.8596 \
    cts_hold_buf 0 \
    drt_iter0_markers 19 \
    max-cap-violations 0 \
    rsz0062_at_grt "no" \
    logic_area_um2 108.9 \
    dieArea_um2 6400 \
    cp_slowest_cell "dfxtp_1" \
    grt_util_met1 0.01744 \
    ys_seq_frac 0.5363 \
    met2_usage 0.01846 \
    slew_viol_final 0 \
    yosys_warnings 1 \
    ys_async_sr_fraction 0 \
    ctsRootBufferMaster "clkbuf_4" \
    syn_area_um2 224.0 \
    numCtsBuffers 3 \
    critPathMaxStageDelay_ns 0.30 \
    ys_cells 19 \
    ys_chip_area_um2 224.0 \
    hold_end "next_state[0]" \
    worstPathRequired_ns 0.88 \
    ir_worst_vdd_mv 0.2334 \
    clkSinkCount 6 \
    ant_nets 0 \
    path_max_fanout 1 \
]
per-stage QoR:
step | setup slack, ns | utilization | total power, µW | cell area, µm²
2_1_floorplan | 0.3560 | - | 258.8 | 224.0
3_3_place_gp | -0.4961 | 0.1000 | 285.3 | 341.6
3_5_place_dp | -0.4896 | 0.1000 | 286.5 | 341.6
4_1_cts | -0.01306 | 0.1062 | 489.8 | 362.8
5_1_grt | 0.001865 | 0.1066 | 508.7 | 364.1
6_report | 0.06436 | 0.1066 | 480.8 | 364.1
flip-flops by register name (all words and copies together) (netlist names):
register / count
current_state: 3
next_state: 3
cell families (layout without fill, tap and decap cells):
group | after synthesis | count (layout) | share of synthesized area
buffers and inverters | 0 | 10 | 0
DFF | 6 | 6 | 0.5363
and+or+nand+nor | 10 | 10 | 0.3408
AOI/OAI and AO/OA | 3 | 3 | 0.1229
tightest hold or removal path, cell delays in order:
cell	delay (ns)
dlygate4sd2_1	0.22
buf_4	0.13
a21o_1	0.10
report_power, final:
group | switching [µW] | internal [µW] | total (µW) | leakage [µW]
Clock | 75.6 | 123 | 199 | 0.0000138
Combinational | 15.1 | 28.4 | 43.5 | 0.0000729
Sequential | 9.28 | 229 | 239 | 0.0000497
area by class of cell:
type                    count  share of cell area
multi-input cells          13              0.2990
well taps                  46              0.1581
clock buffers               3             0.06186
flip-flops and latches      6              0.3333
repair buffers              7              0.1478
repair_timing:
item                       4_1_cts  5_1_grt
setup endpoints to repair        1        1
pin swaps                        2        1
buffers inserted                 0        0
resized                          5        1
cloned                           0        0
metal layers:
metal / up-vias / wire [µm] / part of all wire
li1: 88 / - / -
met1: 74 / 215 / 0.52
met2: 7 / 138 / 0.34
met3: 0 / 56 / 0.14
met4: 0 / 0 / 0
met5: - / 0 / 0
layout by cell type (no fill, tap or decap):
cell	synthesis	layout
dlygate4sd2_1	0	1
nor4b_2	2	2
buf_4	0	4
dfxtp_1	6	5
a21o_1	1	1
buf_2	0	1
and2b_1	1	1
nor3_2	0	1
nand3b_1	1	1
dfxtp_2	0	1
nor2b_1	2	2
nand2b_1	1	1
nand2_1	2	2
o21bai_1	1	1
clkdlybuf4s50_1	0	1
clkbuf_4	0	3
a211oi_2	1	1
worst max-delay path by stage:
stage               startpoint  endpoint  slack [ns]  cells past startpoint
CTS           current_state[2]         Y       -0.01                      3
global route  current_state[2]         Y       0.002                      3
finish        current_state[1]         Y        0.06                      2
Power is estimated from default activity; no workload was simulated.
